**design.v**
```verilog
`timescale 1ns / 1ps
module scaler(
	input i_clk,
	input [15:0] i_xdata, i_ydata, i_zdata,
	output reg [23:0] o_xdata_scaled, o_ydata_scaled, o_zdata_scaled
	);
    localparam [19:0] SCALER = 20'b0000_0000_0100_0001_1001;           
    localparam [15:0] X_OFFS = 16'hffd8;
    localparam [15:0] Y_OFFS = 16'h0000;
    localparam [15:0] Z_OFFS = 16'hfcf0;
	reg [15:0] r_xdata_abs, r_ydata_abs, r_zdata_abs;
	wire signed [15:0] w_zdata_offs_corrected, w_ydata_offs_corrected, w_xdata_offs_corrected;
	assign w_zdata_offs_corrected = i_zdata - Z_OFFS;
	assign w_ydata_offs_corrected = i_ydata - Y_OFFS;
	assign w_xdata_offs_corrected = i_xdata - X_OFFS;
	always @(posedge i_clk) begin
		if(w_xdata_offs_corrected < 0) begin
			r_xdata_abs <= w_xdata_offs_corrected * (-1);
		end
		else begin
			r_xdata_abs <= w_xdata_offs_corrected;
		end
		if(w_ydata_offs_corrected < 0) begin
			r_ydata_abs <= w_ydata_offs_corrected * (-1);
		end
		else begin
			r_ydata_abs <= w_ydata_offs_corrected;
		end	
		if(w_zdata_offs_corrected < 0) begin
			r_zdata_abs <= w_zdata_offs_corrected * (-1);
		end
		else begin
			r_zdata_abs <= w_zdata_offs_corrected;
		end		
	end
	always @(posedge i_clk) begin
		o_xdata_scaled <= (r_xdata_abs) * SCALER;
		o_ydata_scaled <= (r_ydata_abs) * SCALER;
		o_zdata_scaled <= (r_zdata_abs) * SCALER;		
	end
endmodule
`timescale 1ns / 1ps
module adxl_config(
	input i_clk, i_miso, i_start_config, i_accept,
	input [1:0] i_sel,
	output o_mosi, o_sclk, o_cs_n, o_alarm_pga, o_alarm_wbcav, o_alarm_cav, 
	output reg [23:0] o_leds
	);
	localparam [7:0] WR_CMD = 8'h0A;
	localparam [7:0] WR_ADDR = 8'h20;
	localparam [7:0] THRESH_ACT_L = 8'h00;
	localparam [7:0] THRESH_ACT_H = 8'h00;
	localparam [7:0] TIME_ACT = 8'h00;
	localparam [7:0] THRESH_INACT_L = 8'h00;
	localparam [7:0] THRESH_INACT_H = 8'h00;
	localparam [7:0] TIME_INACT_L = 8'h00;
	localparam [7:0] TIME_INACT_H = 8'h00;
	localparam [7:0] ACT_INACT_CTL = 8'h00;
	localparam [7:0] FIFO_CONTROL = 8'h00;
	localparam [7:0] FIFO_SAMPLES = 8'h80;
	localparam [7:0] INTMAP1 = 8'h00;
	localparam [7:0] INTMAP2 = 8'h00;
	localparam [7:0] FILTER_CTL = 8'h17;
	localparam [7:0] POWER_CTL = 8'h22;
	localparam [7:0] RD_CMD = 8'h0B;
	localparam [7:0] RD_ADDR = 8'h0E;
	localparam [127:0] WR_DATA_TOTAL = {WR_CMD, WR_ADDR, THRESH_ACT_L, 
	                                    THRESH_ACT_H, TIME_ACT, 
                                        THRESH_INACT_L, THRESH_INACT_H, 
                                        TIME_INACT_L, TIME_INACT_H, 
                                        ACT_INACT_CTL, FIFO_CONTROL, 
                                        FIFO_SAMPLES, INTMAP1, INTMAP2,
                                        FILTER_CTL, POWER_CTL};                                        
	localparam [15:0] RD_DATA_TOTAL = {RD_CMD, RD_ADDR};
	reg r_cs_n = 1, r_mosi = WR_DATA_TOTAL[127], r_config_comp = 0, r_rd_cycle_fin = 0;
	reg [$clog2(100000)-1 : 0] r_clk_cnt = 0, r_clk_cnt_1 = 0;
	reg [$clog2(1000)-1 : 0] r_neged_cnt = 0;
	reg [$clog2(1000)-1 : 0] r_posed_cnt = 0;
	reg [15:0] r_xdata = 0, r_ydata = 0, r_zdata = 0;
	reg [0:79] r_mem;
	wire w_sclk;
	wire [23:0] w_xdata_scaled, w_ydata_scaled, w_zdata_scaled;
	assign o_cs_n = r_cs_n;
	assign o_mosi = r_mosi;
	assign o_sclk = w_sclk;
	spi_clk du0(i_clk, r_cs_n, w_sclk);
	scaler 	du1(i_clk, r_xdata, r_ydata, r_zdata, w_xdata_scaled, w_ydata_scaled, w_zdata_scaled);
	pga 	du3(i_clk, i_accept, w_xdata_scaled, w_ydata_scaled, w_zdata_scaled, o_alarm_pga);
	wbcav  	du4(i_clk, i_accept, w_xdata_scaled, w_ydata_scaled, w_zdata_scaled, o_alarm_wbcav);
	cav    	du5(i_clk, i_accept, w_xdata_scaled, w_ydata_scaled, w_zdata_scaled, o_alarm_cav);
    always @(*) begin
        case(i_sel)
            2'b00: o_leds = w_xdata_scaled;
            2'b01: o_leds = w_ydata_scaled;
            2'b10: o_leds = w_zdata_scaled;
            default: o_leds = 24'hF0F0F0;
        endcase
    end
	always @(posedge i_clk) begin
		if(i_start_config) begin
			if((r_clk_cnt < 12801) & ~(r_config_comp)) begin              
				r_cs_n <= 0;
				r_clk_cnt <= r_clk_cnt + 1;
			end
			else begin
			    r_config_comp <= 1;
			    if(r_clk_cnt_1 < 1000) begin
			        r_clk_cnt_1 <= r_clk_cnt_1 + 1;
				    r_cs_n <= 1;
				end
				else if(r_clk_cnt_1 < 9000) begin
				    r_cs_n <= 0;
				    r_clk_cnt_1 <= r_clk_cnt_1 + 1;
				end
				else begin
				    r_cs_n <= 1;
				    r_clk_cnt_1 <= 0;
				end				
			end				
		end
		else begin
            r_cs_n <= 1;
		end
		if(r_rd_cycle_fin) begin
	       r_xdata <= {r_mem[24:31], r_mem[16:23]};
	       r_ydata <= {r_mem[40:47], r_mem[32:39]};
	       r_zdata <= {r_mem[56:63], r_mem[48:55]};
	    end
	    else begin
	       r_xdata <= r_xdata;
	       r_ydata <= r_ydata;
	       r_zdata <= r_zdata;	       
	    end
	end
	always @(posedge w_sclk) begin
	   if(r_config_comp) begin	       
	       if(r_posed_cnt < 79) begin
	           r_mem[r_posed_cnt] <= i_miso;
	           r_posed_cnt <= r_posed_cnt + 1;
	           r_rd_cycle_fin <= 0;
	       end
	       else begin
	           r_posed_cnt <= 0;
	           r_rd_cycle_fin <= 1;
	       end
	   end
	   else begin
	       r_posed_cnt <= 0;
	       r_rd_cycle_fin <= 0;
	   end
	end
	always @(negedge w_sclk) begin
		if(~r_config_comp) begin
			if(r_neged_cnt < 127) begin
				r_mosi <= WR_DATA_TOTAL[126-r_neged_cnt];
				r_neged_cnt <= r_neged_cnt + 1;
			end
			else begin
				r_mosi <= RD_DATA_TOTAL[15];
				r_neged_cnt <= 0;
			end
		end
		else begin
            if(r_neged_cnt < 15) begin
                r_mosi <= RD_DATA_TOTAL[14-r_neged_cnt];
                r_neged_cnt <= r_neged_cnt + 1;
            end
            else if(r_neged_cnt < 79) begin
                r_mosi <= 0;
                r_neged_cnt <= r_neged_cnt + 1;
            end
            else begin
                r_neged_cnt <= 0;
            end
		end
	end
endmodule
module spi_clk(
	input i_clk, input i_cs_n, 
	output o_sclk
	);
	reg r_sclk = 0;
	reg [$clog2(50)-1 : 0]r_clk_cnt = 0;
	assign o_sclk = r_sclk;
	always @(posedge i_clk) begin
		if(~i_cs_n) begin
			if(r_clk_cnt == 49) begin
				r_clk_cnt <= 0;
				r_sclk <= ~r_sclk;
			end
			else begin
				r_clk_cnt <= r_clk_cnt + 1;
			end
		end
		else begin
			r_sclk <= 0;
			r_clk_cnt <= 0;
		end
	end
endmodule
`timescale 1ns / 1ps
module cav #(parameter CAV_THRESHOLD = 56'h0001_0000000000, RECORD_TIME = 50)(
	input i_clk, i_accept,
	input [23:0] i_xdata_scaled, i_ydata_scaled, i_zdata_scaled,
	output o_cav_alarm
	);
	localparam TIMESCALE = 20'b0000_0000_0100_0001_1001; 
	reg r_cav_alarm = 0;
	reg [$clog2(100000)-1 : 0] r_clk_cnt = 0;
	reg [35:0] r_xdata_acc = 0, r_ydata_acc = 0, r_zdata_acc = 0;
	reg [55:0] r_xdata_intg = 0, r_ydata_intg = 0, r_zdata_intg = 0;
	wire w_clk_1k;
	assign o_cav_alarm = r_cav_alarm;
	clk_1k du0(i_clk, w_clk_1k);
	always @(posedge i_clk) begin
		r_xdata_intg <= r_xdata_acc * TIMESCALE;
		r_ydata_intg <= r_ydata_acc * TIMESCALE;
		r_zdata_intg <= r_zdata_acc * TIMESCALE;	
		if((r_xdata_intg > CAV_THRESHOLD) | (r_ydata_intg > CAV_THRESHOLD) | (r_zdata_intg > CAV_THRESHOLD)) begin
			r_cav_alarm <= 1;
		end
		else begin
			r_cav_alarm <= 0;
		end
	end
	always @(posedge w_clk_1k) begin
		if((r_clk_cnt < (RECORD_TIME*1000))) begin             
			r_xdata_acc <= r_xdata_acc + i_xdata_scaled;
			r_ydata_acc <= r_ydata_acc + i_ydata_scaled;
			r_zdata_acc <= r_zdata_acc + i_zdata_scaled;
			r_clk_cnt <= r_clk_cnt + 1;			
		end
		else begin
			r_xdata_acc <= 0;
			r_ydata_acc <= 0;
			r_zdata_acc <= 0;
			r_clk_cnt <= 0;				
		end
	end
endmodule	
`timescale 1ns / 1ps
module pga #(parameter PGA_THRESHOLD = 24'h100000)(
	input i_clk, i_accept,
	input [23:0] i_xdata_scaled, i_ydata_scaled, i_zdata_scaled,
	output o_pga_alarm
	);
	reg r_pga_alarm = 0;
	assign o_pga_alarm = r_pga_alarm;
	always @(posedge i_clk) begin
		if((i_xdata_scaled > PGA_THRESHOLD) | (i_ydata_scaled > PGA_THRESHOLD) | (i_zdata_scaled > PGA_THRESHOLD)) begin
			r_pga_alarm <= 1;
		end
		else begin
			r_pga_alarm <= 0;
		end
	end
endmodule
`timescale 1ns / 1ps
module wbcav #(parameter WBCAV_THRESHOLD = 56'h0001_0000000000, WINDOW_SIZE = 16, WINDOW_THRESHOLD = 20'h06666)  
	(
	input i_clk, i_accept,
	input [23:0] i_xdata_scaled, i_ydata_scaled, i_zdata_scaled,
	output o_wbcav_alarm
	);
	localparam TIMESCALE = 20'b0000_0000_0100_0001_1001;
	localparam RECORD_TIME = 1;                            
	reg r_wbcav_alarm = 0, r_x_win_valid, r_y_win_valid, r_z_win_valid;
	reg [$clog2(1000)-1 : 0] r_clk_cnt = 0;
	reg [35:0] r_xdata_acc_1 = 0, r_ydata_acc_1 = 0, r_zdata_acc_1 = 0;
	reg [35:0] r_xdata_acc [WINDOW_SIZE-1 : 0], r_ydata_acc [WINDOW_SIZE-1 : 0], r_zdata_acc [WINDOW_SIZE-1 : 0];
	reg [35:0] r_xdata_win_sum, r_ydata_win_sum, r_zdata_win_sum;  
	reg [55:0] r_xdata_intg = 0, r_ydata_intg = 0, r_zdata_intg = 0;
	wire w_clk_1k;
	integer i;
	assign o_wbcav_alarm = r_wbcav_alarm;
	clk_1k du1(i_clk, w_clk_1k);
	always @(posedge i_clk) begin
		r_xdata_win_sum <= r_xdata_acc[0] + r_xdata_acc[1] + r_xdata_acc[2] + r_xdata_acc[3] + r_xdata_acc[4] + r_xdata_acc[5] + r_xdata_acc[6] + r_xdata_acc[7] + r_xdata_acc[8] + r_xdata_acc[9] + r_xdata_acc[10] + r_xdata_acc[11] + r_xdata_acc[12] + r_xdata_acc[13] + r_xdata_acc[14] + r_xdata_acc[15];
		r_ydata_win_sum <= r_ydata_acc[0] + r_ydata_acc[1] + r_ydata_acc[2] + r_ydata_acc[3] + r_ydata_acc[4] + r_ydata_acc[5] + r_ydata_acc[6] + r_ydata_acc[7] + r_ydata_acc[8] + r_ydata_acc[9] + r_ydata_acc[10] + r_ydata_acc[11] + r_ydata_acc[12] + r_ydata_acc[13] + r_ydata_acc[14] + r_ydata_acc[15];
		r_zdata_win_sum <= r_zdata_acc[0] + r_zdata_acc[1] + r_zdata_acc[2] + r_zdata_acc[3] + r_zdata_acc[4] + r_zdata_acc[5] + r_zdata_acc[6] + r_zdata_acc[7] + r_zdata_acc[8] + r_zdata_acc[9] + r_zdata_acc[10] + r_zdata_acc[11] + r_zdata_acc[12] + r_zdata_acc[13] + r_zdata_acc[14] + r_zdata_acc[15];
		r_xdata_intg <= r_xdata_win_sum * TIMESCALE;
		r_ydata_intg <= r_ydata_win_sum * TIMESCALE;
		r_zdata_intg <= r_zdata_win_sum * TIMESCALE;
		if((r_xdata_intg > WBCAV_THRESHOLD) | (r_ydata_intg > WBCAV_THRESHOLD) | (r_zdata_intg > WBCAV_THRESHOLD)) begin
			r_wbcav_alarm <= 1;
		end
		else begin
			r_wbcav_alarm <= 0;
		end
	end
	always @(posedge w_clk_1k) begin
		if(r_clk_cnt < (RECORD_TIME*1000)) begin
			r_xdata_acc_1 <= r_xdata_acc_1 + i_xdata_scaled;
			r_ydata_acc_1 <= r_ydata_acc_1 + i_ydata_scaled;
			r_zdata_acc_1 <= r_zdata_acc_1 + i_zdata_scaled;
			r_clk_cnt <= r_clk_cnt + 1;
			if (i_xdata_scaled > WINDOW_THRESHOLD) begin
				r_x_win_valid <= 1;
			end
			else begin
				r_x_win_valid <= r_x_win_valid;
			end
			if (i_ydata_scaled > WINDOW_THRESHOLD) begin
				r_y_win_valid <= 1;
			end
			else begin
				r_y_win_valid <= r_y_win_valid;
			end
			if (i_zdata_scaled > WINDOW_THRESHOLD) begin
				r_z_win_valid <= 1;
			end
			else begin
				r_z_win_valid <= r_z_win_valid;
			end
		end
		else begin
			r_xdata_acc_1 <= 0;
			r_ydata_acc_1 <= 0;
			r_zdata_acc_1 <= 0;
			r_clk_cnt <= 0;
			if(r_x_win_valid) begin
				for(i = 1; i < WINDOW_SIZE; i = i + 1) begin
					r_xdata_acc[i] <= r_xdata_acc[i-1];
				end
				r_xdata_acc[0] <= r_xdata_acc_1;
				r_x_win_valid <= 0;				
			end
			else begin
				for(i = 1; i < WINDOW_SIZE; i = i + 1) begin
					r_xdata_acc[i] <= r_xdata_acc[i-1];
				end
				r_xdata_acc[0] <= 0;
			end
			if(r_y_win_valid) begin
				for(i = 1; i < WINDOW_SIZE; i = i + 1) begin
					r_ydata_acc[i] <= r_ydata_acc[i-1];
				end
				r_ydata_acc[0] <= r_ydata_acc_1;
				r_y_win_valid <= 0;				
			end
			else begin
				for(i = 1; i < WINDOW_SIZE; i = i + 1) begin
					r_ydata_acc[i] <= r_ydata_acc[i-1];
				end
				r_ydata_acc[0] <= 0;
			end
			if(r_z_win_valid) begin
				for(i = 1; i < WINDOW_SIZE; i = i + 1) begin
					r_zdata_acc[i] <= r_zdata_acc[i-1];
				end
				r_zdata_acc[0] <= r_zdata_acc_1;
				r_z_win_valid <= 0;				
			end
			else begin
				for(i = 1; i < WINDOW_SIZE; i = i + 1) begin
					r_zdata_acc[i] <= r_zdata_acc[i-1];
				end
				r_zdata_acc[0] <= 0;
			end
		end
	end
endmodule
module clk_1k(
    input i_clk,
    output o_clk
    );
    reg [$clog2(50000)-1 : 0] cnt = 0;
    reg r_clk = 0;
    assign o_clk = r_clk;
    always @(posedge i_clk) begin
            if(cnt == 49999) begin
                r_clk <= ~r_clk;
                cnt <= 0;
            end
            else begin
                cnt <= cnt + 1;
                r_clk <= r_clk;
            end          
    end
endmodule
```
**config.mk**
```make
export PLATFORM = sky130hd
export DESIGN_NAME = adxl_config
export DESIGN_NICKNAME = adxl_config
export VERILOG_FILES = /design/flow/design.v
export SDC_FILE = /design/flow/constraint.sdc
export NUM_CORES = 4
export LEC_CHECK = 1
export CORE_UTILIZATION = 50
```
**constraint.sdc**
```tcl
current_design adxl_config

set clk_period 28.3
set clk_io_pct 0.2

create_clock -name clk0 -period $clk_period [get_ports {i_clk}]

set non_clock_inputs [all_inputs -no_clocks]
set_input_delay [expr $clk_period * $clk_io_pct] -clock clk0 $non_clock_inputs
set_output_delay [expr $clk_period * $clk_io_pct] -clock clk0 [all_outputs]
```
**run.sh**
```bash
#!/bin/bash
# OpenROAD 26Q1-2900-gdf79404cd8, Yosys 0.63+post, stock flow scripts
make -C /OpenROAD-flow-scripts/flow DESIGN_CONFIG=/design/flow/config.mk WORK_HOME=/design/flow/orfs finish
```
==> design notes <==
The run finished with clean final reports. The final route contains 88500 vias. The run gives 3983 for the initial DRC count.

In the final layout, the fill cell count is 26590. Looking at the cell usage after synthesis, the top flip-flop cell is sky130_fd_sc_hd__edfxtp_1. The proportion of layout cells with a drive suffix above 1 came out at 0.02864. The timing report gives the worst reg2reg path a setup slack of 22.74 ns.

The type of the most critical hold path was register to register. In this design, the stage delay of the slowest critical-path cell is 0.67 ns. Per the detailed-route log, wirelength across all metal layers totals 299.8 mm. The sum of net half-perimeters after detailed placement is 246.0 mm, and the power density relative to cell area is 12.17 mW/mm². The height of the die works out to 577.3 µm.

The total area of sequential cells came out at 0.07233 mm². In the Yosys stats the netlist draws on 95 distinct library cells. The tools report the floorplan core density as 0.5043. The smallest clock period supported by the final layout is computed as 13.93 ns. Row count: 210. The most common library cell in the layout ignoring fill and taps is sky130_fd_sc_hd__inv_1. For the total global routing overflow, the log shows 0. After clock tree synthesis, the flow added hold-fix buffers numbering 0.

The chip area estimate from yosys synthesis came out at 0.1655 mm². The vias per cell came out at 5.135. Busiest layer in global routing: met1.

In the final report, the number of hold violations comes to 0. The tools report the number of routed nets with antenna violations as 0. STA classifies the critical path endpoint as a primary output. CTS built an H-tree with a depth of 3.

The count of endpoints without a timing constraint is 4161. The post-layout period usage of the worst path was 0.4921. The final cell area excluding filler cells is 0.1748 mm², and the post-CTS resize count is 0. The placement report lists the number of port buffers as 34. The largest delay contributor family on the critical path was buffers and inverters.

Post-synth tally of flip-flops with integrated enable: 1862. In this run the clock root is driven by a sky130_fd_sc_hd__clkbuf_16. The classification of the worst setup path was input pin to primary output. The run gives 0.2067 for the overall fraction of global-route tracks in use. Yosys stat counts 12680 cells in the synthesized netlist.

The floorplan die width was 577.3 µm. Post-synthesis async set-or-reset flop share: 0. The final total power was 0.002127 W. The most common logic cells in the final layout are sky130_fd_sc_hd__inv_1 (2249), sky130_fd_sc_hd__fa_1 (1872), sky130_fd_sc_hd__edfxtp_1 (1862), sky130_fd_sc_hd__ha_1 (1649), sky130_fd_sc_hd__dfxtp_1 (818). The run gives 0 for the number of violations of the max-capacitance limit.

The run gives 0.3054 as the remaining max-slew budget at the tightest pin. The slowest library cell on the worst path was sky130_fd_sc_hd__o22ai_1. In this build the clock could be raised as far as 0.07180 GHz.

The tools report the final tally of max-slew violations as 0. The final layout reports a setup TNS of 0 ns. STA classifies the critical path startpoint as an input pin. The logs give 200 for the pin count of the biggest net entering global routing and 0.08442 mm² for the area occupied by multi-input gates. The run gives 0.06296 for the met3 global-route usage. TritonCTS built the clock tree. The logs give 0.3282 mm² for the core area and 0.1655 mm² for the netlist area before placement.

The analysis reports a worst IR drop on VDD of 0.00004496 V. The final weighted congestion recorded by global placement is 0.9209. The report lists the cells along the critical path as clkdlybuf4s50_1 -> buf_4 -> nand2b_1 -> o22ai_1 -> clkdlybuf4s50_1. The post-detailed-route wirelength per cell was 17.40 µm; the portion of the post-synthesis area used by sequential elements was 0.4371.

The tool warning count for the run is 58. Per the post-CTS timing run, clock transition at the registers of the reported paths is 0.06 ns. The warning tally printed by Yosys for this design is 10. On the final layout, the worst clock skew is 0.1243 ns.

For this design the top-level I/O count stands at 36. The post-CTS setup buffer count is 0. From the final report, the count of setup violators was given as 0.

The flow measured a signed area growth from synthesis to layout of 5.604%. The tools report the global-route track usage on met1 as 0.3309. The data arrival time of the critical path is 8.27 ns. The clock reaches the later pin of the worst-skew pair after 0.88 ns. The top fanout value on the critical path was 26; the endpoint required time on the critical path was 22.64 ns. The standby leakage power is 75.87 nW, and the number of buffers created by CTS is 89. The timer found 2044 register pins that no clock reaches; their paths are not timed. With the final standard cell utilization of the core at 0.5325, the number of buffer and inverter stages on the critical path is 3. Per the OpenROAD floorplan log, the area of the die is 0.3333 mm².

The run gives 6 for the total iterations of the first detailed-routing run. The most numerous cell type found on the critical path is sky130_fd_sc_hd__clkdlybuf4s50_1. A synthesized cell averages 13.05 µm². The run gives 13 as the number of antenna violations at the first check in global routing. Counting every instance in the synthesized netlist gives 12680. In this run, synthesis produced a sequential element count of 2682. Setup repair after global routing left no endpoint under its margin. The number of remaining DRC errors was 0.

In this run the deepest clock path goes through 4 buffers. Looking at the max-slew report, the worst-margin pin has a slew of 1.040 ns. For the placed standard-cell area, the log shows 0.1717 mm².

The number of global-route vias before repair was 95010; the global routing met2 resource utilization was 0.3130. The first global-routing pass estimated 500.8 mm of wire.
cell families after synthesis:
| family | Yosys count | synth area share |
|---|---|---|
| adder cells (fa/ha/maj) | 3521 | 0.3511 |
| flip-flops | 2682 | 0.4371 |
| buffers and inverters | 2339 | 0.05306 |
| AND/OR/NAND/NOR | 1874 | 0.05624 |
| AND-OR/OR-AND | 1441 | 0.05771 |
| XOR/XNOR | 746 | 0.03948 |
| multiplexers | 79 | 0.005240 |
| other | 2 | 0.00004538 |
power by group:
group	total [W]	internal [W]	switching, W
registers	0.000919	0.000918	0.00000142
logic	0.0000164	0.00000695	0.00000940
clock network	0.00119	0.000724	0.000468
per-stage QoR:
step	hold slack [ns]	cells	worst slack, ns
3_3_place_gp	0.4062	17080	14.44
4_1_cts	0.4120	17230	14.38
5_1_grt	0.4193	17230	14.28
6_report	0.4116	17240	14.37
2_1_floorplan	0.3714	12690	6.340
3_5_place_dp	0.3973	17080	14.40
cell type report:
cell class	instances	share of cell area
antenna	3	0.00004296
clock buffer	108	0.01356
clock inverter	49	0.003823
inverter	2249	0.04831
multi-input combinational	7671	0.4831
sequential	2682	0.4139
tap	4346	0.03112
timing repair buffer	127	0.006157
cell usage after synthesis (18+ instances only):
master	instances	area, µm²
sky130_fd_sc_hd__mux2i_1	18	180.2
sky130_fd_sc_hd__inv_1	2249	8442
sky130_fd_sc_hd__mux2_2	61	686.9
sky130_fd_sc_hd__ha_1	1649	20630
sky130_fd_sc_hd__dfxtp_1	820	16420
sky130_fd_sc_hd__xor2_1	248	2172
sky130_fd_sc_hd__or3_1	35	219.0
sky130_fd_sc_hd__and2_1	147	919.6
sky130_fd_sc_hd__o21bai_1	62	465.5
sky130_fd_sc_hd__nand2_1	342	1284
sky130_fd_sc_hd__nor4_1	83	519.3
sky130_fd_sc_hd__a31oi_1	49	306.5
sky130_fd_sc_hd__edfxtp_1	1862	55910
sky130_fd_sc_hd__o21ai_0	255	1276
sky130_fd_sc_hd__and4_1	18	157.7
sky130_fd_sc_hd__nor2b_1	98	613.1
sky130_fd_sc_hd__o21a_1	90	675.7
sky130_fd_sc_hd__nand2b_1	74	462.9
sky130_fd_sc_hd__nand4_1	70	437.9
sky130_fd_sc_hd__nor3_1	113	565.5
sky130_fd_sc_hd__clkbuf_1	84	315.3
sky130_fd_sc_hd__a21oi_1	405	2027
sky130_fd_sc_hd__nand3_1	171	855.8
sky130_fd_sc_hd__a211oi_1	50	375.4
sky130_fd_sc_hd__xnor2_1	498	4362
sky130_fd_sc_hd__or2_2	20	125.1
sky130_fd_sc_hd__nor2_1	561	2106
sky130_fd_sc_hd__fa_1	1872	37480
sky130_fd_sc_hd__and3_1	69	431.7
sky130_fd_sc_hd__a21o_1	234	1757
sky130_fd_sc_hd__o211ai_1	33	247.7
sky130_fd_sc_hd__o31ai_1	26	195.2
worst paths after layout:
path	startpoint	to	cells past startpoint
max	i_sel[1]	o_leds[1]	5
min	r_zdata[0]	du1.r_zdata_abs[0]	0
max reg2reg	du4.r_xdata_win_sum[13]	du4.r_xdata_intg[41]	17
min reg2reg	r_zdata[0]	du1.r_zdata_abs[0]	0
worst reg2reg max path, cell delays in order, from the launching register on:
cell	delay, ns
sky130_fd_sc_hd__dfxtp_1	0.47
sky130_fd_sc_hd__ha_1	0.29
sky130_fd_sc_hd__ha_1	0.28
sky130_fd_sc_hd__ha_1	0.30
sky130_fd_sc_hd__fa_1	0.51
sky130_fd_sc_hd__fa_1	0.42
sky130_fd_sc_hd__ha_1	0.36
sky130_fd_sc_hd__a21o_1	0.20
sky130_fd_sc_hd__a21o_1	0.18
sky130_fd_sc_hd__a2111oi_0	0.49
sky130_fd_sc_hd__o21ai_0	0.23
sky130_fd_sc_hd__o21ai_0	0.33
sky130_fd_sc_hd__a21oi_1	0.13
sky130_fd_sc_hd__o21ai_1	0.23
sky130_fd_sc_hd__a32oi_1	0.27
sky130_fd_sc_hd__a21bo_2	0.26
sky130_fd_sc_hd__a211oi_1	0.28
sky130_fd_sc_hd__nor2_1	0.18
sequential cells by signal (all words and copies together) (netlist names), 47 cells and up:
register          cells
du4.r_ydata_acc     576
du4.r_zdata_intg     47
du5.r_ydata_intg     47
du4.r_xdata_acc     576
du5.r_zdata_intg     47
du5.r_xdata_intg     47
r_mem                48
du4.r_xdata_intg     47
du4.r_ydata_intg     47
du4.r_zdata_acc     576
layer usage:
layer  vias to the layer above  share of wire
met2                      1645           0.47
met5                         -              0
met4                         0          0.023
met1                     43870           0.44
met3                       267          0.068
li1                      42720              -
No activity file was given, so power comes from the tool's default toggle rates.
